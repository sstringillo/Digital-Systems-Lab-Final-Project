File: ./design.v
module hpi_io_intf( input        Clk, Reset,
                    input [1:0]  from_sw_address,
                    output[15:0] from_sw_data_in,
                    input [15:0] from_sw_data_out,
                    input        from_sw_r,from_sw_w,from_sw_cs,
                    inout [15:0] OTG_DATA,
                    output[1:0]  OTG_ADDR,
                    output       OTG_RD_N, OTG_WR_N, OTG_CS_N, OTG_RST_N
                   );
logic [15:0] from_sw_data_out_buffer;
assign OTG_DATA = (~OTG_WR_N) ? from_sw_data_out_buffer : 16'bZ;
assign OTG_RST_N = ~Reset;
always_ff @ (posedge Clk)
begin
    if(Reset)
    begin
        from_sw_data_out_buffer <= 16'b0;
        OTG_ADDR                <= 2'b0;
        OTG_RD_N                <= 1'b1;
        OTG_WR_N                <= 1'b1;
        OTG_CS_N                <= 1'b1;
        from_sw_data_in         <= 16'b0;
    end
    else 
    begin
        from_sw_data_out_buffer <= from_sw_data_out;
        OTG_ADDR                <= from_sw_address;
        OTG_RD_N                <= from_sw_r;
        OTG_WR_N                <= from_sw_w;
        OTG_CS_N                <= from_sw_cs;
        from_sw_data_in         <= OTG_DATA;
    end
end
endmodule 
File: ./run.sh
#!/bin/bash
# OpenROAD 26Q1-2900-gdf79404cd8, Yosys 0.63+post, stock flow scripts
make -C /OpenROAD-flow-scripts/flow DESIGN_CONFIG=/design/flow/config.mk WORK_HOME=/design/flow/orfs finish
File: ./config.mk
export PLATFORM = sky130hd
export DESIGN_NAME = hpi_io_intf
export DESIGN_NICKNAME = hpi_io_intf
export VERILOG_FILES = /design/flow/design.v
export SDC_FILE = /design/flow/constraint.sdc
export NUM_CORES = 4
export LEC_CHECK = 1
export CORE_AREA = 10 10 87 87
export DIE_AREA = 0 0 97 97
File: ./constraint.sdc
current_design hpi_io_intf

set clk_period 1.0
set clk_io_pct 0.2

create_clock -name clk0 -period $clk_period [get_ports {Clk}]

set non_clock_inputs [all_inputs -no_clocks]
set_input_delay [expr $clk_period * $clk_io_pct] -clock clk0 $non_clock_inputs
set_output_delay [expr $clk_period * $clk_io_pct] -clock clk0 [all_outputs]
==> run notes <==
run results: run status stopped before the end, Halt Stage clock tree synthesis, Log Error [error] [KeplerFormal.cpp:679] Workflow failed: Iso has multiple drivers: .OTG_DATA0, OTG_DATA[0]$_SDFF_PP0_.Q0, top cell types by occurrence after synthesis sky130_fd_sc_hd__dfxtp_1, sky130_fd_sc_hd__nor2b_1, sky130_fd_sc_hd__buf_6, sky130_fd_sc_hd__or2_1, maximum level of the CTS H-tree 2, number of clock sinks 37, Dominant cell area share 0.730, share of synthesized registers carrying an async set or reset 0, fraction of the yosys area taken by sequential cells 0.730, cell types with the largest area share after synthesis sky130_fd_sc_hd__dfxtp_1, sky130_fd_sc_hd__nor2b_1, sky130_fd_sc_hd__buf_6, sky130_fd_sc_hd__or2_1, sky130_fd_sc_hd__buf_2, Chip Area, Yosys between 0.001 and 0.0015 mm2, total cell area at the placement stage 0.00153 mm2, yosys stat cell total 79, site row count 27, number of enable flip-flop cells 0, pre-CTS setup slack -0.332 ns, count leader, synth sky130_fd_sc_hd__dfxtp_1, cts bufs inserted 5, height of the die between 90 and 100 um, cell type with the highest aggregate area in the netlist sky130_fd_sc_hd__dfxtp_1, die width ~97 um, Placed Instances around 190, RD Place Congestion 0.701, cells after synthesis slightly below 80, CTS max path bufs 2, I/O pin total about 61, primary flip-flop cell chosen by synthesis mapping sky130_fd_sc_hd__dfxtp_1, post-DP HPWL 2000 um, count of input and output buffers 44, post-cts gate resize count around 50, postcts setup bufs 0, per-instance average area after synthesis 12.8 um2, fp_density 0.180, Hold Buf Count CTS 0, flops & latches, synth 37, distinct cell type count after synthesis 6, number of warnings reported in the yosys synthesis log 12, master cell of the clock root buffer sky130_fd_sc_hd__clkbuf_8, Synth Cell Area 0.00101 mm2
[through the flow]
| step | hold WS (ns) | setup TNS (ns) |
|---|---|---|
| 3_3_place_gp | 0.351 | -8.15 |
| 3_5_place_dp | 0.358 | -7.79 |
| 2_1_floorplan | 0.297 | 0 |
[cell families after synthesis]
| logic type | share of synthesized area |
|---|---|
| simple gates | 0.228 |
| buf+inv | 0.0419 |
| flops | 0.730 |
